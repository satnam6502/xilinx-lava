==> design/flow/design.v <==
module sub4(
  input logic[3:0] a,
  input logic[3:0] b,
  output logic [3:0] subOut,
  output logic carryOut
  );
  assign subOut = a - b;
  assign carryOut = a >= b ? 1'b1 : 1'b0;
endmodule: sub4
==> design/flow/run.sh <==
#!/bin/bash
# OpenROAD 26Q1-2900-gdf79404cd8, Yosys 0.63+post, stock flow scripts
make -C /OpenROAD-flow-scripts/flow DESIGN_CONFIG=/design/flow/config.mk WORK_HOME=/design/flow/orfs finish
==> design/flow/config.mk <==
export PLATFORM = sky130hd
export DESIGN_NAME = sub4
export DESIGN_NICKNAME = sub4
export VERILOG_FILES = /design/flow/design.v
export SDC_FILE = /design/flow/constraint.sdc
export NUM_CORES = 4
export LEC_CHECK = 1
export CORE_AREA = 10 10 70 70
export DIE_AREA = 0 0 80 80
==> design/flow/constraint.sdc <==
current_design sub4

set clk_period 3.4
set clk_io_pct 0.2

create_clock -name clk0 -period $clk_period

set non_clock_inputs [all_inputs -no_clocks]
set_input_delay [expr $clk_period * $clk_io_pct] -clock clk0 $non_clock_inputs
set_output_delay [expr $clk_period * $clk_io_pct] -clock clk0 [all_outputs]
==> ci_impl_report.md <==
## PnR job results

| Metric | Value |
|---|---|
| Simple Share, Synth | 0.0526 |
| DRT Pass-1 Iters | 1 |
| Synth logic family | adder cells |
| Post-placement cell area | 330 um^2 |
| Cycle use final | 0.915 |
| Via count | 165 |
| Rel. slew slack | 0.870 |
| Xor/xnor share | 0.123 |
| Largest net degree at the start of global routing | 5 |
| Gate count of the mapped netlist | 20 |
| Multiplexer share | 0 |
| Synth warn | 0 |
| Worst vdd ir | 0.0120 mV |
| Row count | 21 |
| Initial antenna violation count | 0 |
| Vias/cell | 2.09 |
| Core Area | 0.00342 mm^2 |
| Die Area | 0.00640 mm^2 |
| Setup ws final | 0.288 ns |
| Die Wd | 80 um |
| Max-cap viol count | 0 |
| First-pass GRT wire length | 807 um |
| Leakage | 0.138 nW |
| Outcome | completed |
| Power density over the cells | 137 mW/mm^2 |
| Final Max Tran Viols | 0 |
| Routability congestion estimate | 0.656 |
| Final HPWL DP | 482 um |
| Post-route ant nets | 0 |
| Largest fanout on the critical path | 2 |
| Post-synth top area cell | ha_1 |
| Flop count | 0 |
| Hold_buf cts | 0 |
| DR DRC count | 0 |
| Post-CTS setup buffer count | 0 |
| Worst EP arrival | 2.43 ns |
| Final setup fails | 0 |
| Yosys cell count | 20 |
| Worst Setup SP | b[0] |
| Quantity of gates resized following cts | 0 |
| Area grow syn2layout | 132% |
| FMAX | 0.321 GHz |
| Startpoint Class | primary input |
| Top cells by area, synth | ha_1 35%, inv_1 16%, fa_1 14% |
| Final Cell Area | 330 um^2 |
| Crit path DRT | 2.72 ns |
| DRT iter0 DRCs | 0 |
| Critical path start-end classification | in -> out |
| Final Critical Period | 3.11 ns |
| Initial Utilization | 0.0418 |
| Synth cell types | 8 |
| Clock buffer count | 0 |
| Critical path endpoint category | primary output |
| Post-synthesis sequential area ratio | 0 |
| Worst min path class | in -> out |
| Adder Share, Synth | 0.491 |
| Yosys Chip Area | 143 um^2 |
| Min-delay src | a[0] |
| FF+latch area | 0 um^2 |
| Most common cell in the netlist | inv_1 |
| Total routed wirelength | 505 um |
| Compound Share, Synth | 0.175 |
| Routed WL per cell | 6.39 um |
| Dpl ws | 0.251 ns |
| Synth top area share | 0.351 |
| Actual slew at the worst max-slew pin | 0.193 ns |
| Layout cell share with drive strength beyond 1 | 0 |
| Mapped Avg Cell Area | 7.13 um^2 |
| Synth cell count leaders | 6 x inv_1, 4 x ha_1, 3 x a21oi_1 |
| Antenna cell count | 0 |
| Top Ports | 13 |
| Chip height | 80 um |
| Vias in the first global route | 181 |
| Final hold viol count | 0 |
| GRT Resource Usage Total | 0.0150 |
| Total gr overflow | 0 |
| # port buffers | 13 |
| Synthesized area | 143 um^2 |
| OpenROAD warnings | 32 |
| RSZ-0062 raised after global routing | no |
| Final TNS setup | 0 ns |
-- path summary, 6_finish.rpt --
kind         to  depth (start not counted)  slack, ns
max    carryOut                          7       0.29
min   subOut[0]                          5       2.41
-- report_power, final --
group	internal (mW)	switching, mW	leakage, nW
logic	0.0315	0.0138	0.138
clock network	0	0	0
registers	0	0	0
-- kinds of logic (layout without fill, tap and decap cells) --
group	count (synthesis)	count (layout)
buffers and inverters	6	19
adder cells (fa/ha/maj)	5	5
AND-OR/OR-AND	5	5
XOR/XNOR	2	2
AND/OR/NAND/NOR	2	2
-- layout make-up --
cell class	count	area, um^2
Multi-Input combinational cell	14	120
Inverter	6	22.5
Timing Repair Buffer	13	130
Fill cell	409	3090
Tap cell	46	57.6
-- metrics by stage --
step / utilization / std cells / hold slack (ns) / power (mW)
2_1_floorplan: - / 20 / 1.47 / 0.0144
3_3_place_gp: 0.0967 / 79 / 2.44 / 0.0469
3_5_place_dp: 0.0967 / 79 / 2.43 / 0.0471
4_1_cts: 0.0967 / 79 / 2.44 / 0.0474
5_1_grt: 0.0967 / 79 / 2.48 / 0.0515
6_report: 0.0967 / 79 / 2.41 / 0.0453
-- cells in the final DEF (no fill, tap or decap) --
cell,Yosys,layout
ha_1,4,4
o21ai_1,1,1
fa_1,1,1
clkdlybuf4s50_1,0,13
nand2_1,2,2
o21ai_0,1,1
xor2_1,2,2
inv_1,6,6
a21oi_1,3,3
-- per-layer routing --
metal | track usage | share of wire
met5 | 0 | 0
met4 | 0 | 0
met3 | 0.00455 | 0.15
met2 | 0.0297 | 0.50
met1 | 0.0159 | 0.34
-- worst max-delay path, stage by stage --
cell and delay, ns:
clkdlybuf4s50_1 0.46, ha_1 0.17, inv_1 0.06, fa_1 0.39
a21oi_1 0.12, o21ai_0 0.11, clkdlybuf4s50_1 0.44
Power figures rest on the tool's default switching activity, not on a simulated workload.
