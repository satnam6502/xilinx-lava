### flow/run.sh
#!/bin/bash
# OpenROAD 26Q1-2900-gdf79404cd8, Yosys 0.63+post, stock flow scripts
make -C /OpenROAD-flow-scripts/flow DESIGN_CONFIG=/design/flow/config.mk WORK_HOME=/design/flow/orfs finish
### flow/config.mk
export PLATFORM = sky130hd
export DESIGN_NAME = twoSorter
export DESIGN_NICKNAME = twoSorter
export VERILOG_FILES = /design/flow/design.v
export SDC_FILE = /design/flow/constraint.sdc
export NUM_CORES = 4
export LEC_CHECK = 1
export CORE_AREA = 10 10 70 70
export DIE_AREA = 0 0 80 80
### flow/constraint.sdc
current_design twoSorter

set clk_period 3.1
set clk_io_pct 0.2

create_clock -name clk0 -period $clk_period

set non_clock_inputs [all_inputs -no_clocks]
set_input_delay [expr $clk_period * $clk_io_pct] -clock clk0 $non_clock_inputs
set_output_delay [expr $clk_period * $clk_io_pct] -clock clk0 [all_outputs]
### flow/design.v
module twoSorter(
  input logic[3:0] a,
  input logic[3:0] b,
  output logic[3:0] c,
  output logic[3:0] d
  );
  assign c = b >= a ? a : b;
  assign d = b >= a ? b : a;
endmodule: twoSorter
==> flow_metrics.py <==
# Generated from Yosys and OpenROAD reports
metrics = {
    "run_status": {
        "status": "finished, final reports clean",
    },
    "logic_synthesis": {
        "simple_gate_area_share_pct": 6.43,
        "synth.logic.top_family": "multiplexers",
        "ys_sh_adder_pct": 23.4,
        "mux_area_share_pct": 42.1,
        "avgSynthCellArea_sq_um": 10.2,
        "ys_warn_count": 0,
        "synth_chip_area_sq_um": 214,
        "synthXorXnorAreaFrac_pct": 0,
        "netlist_instances": 21,
        "syn_area_sq_um": 214,
        "ys_types": 7,
        "yosysSeqAreaShare_pct": 0,
        "ys_cells": 21,
        "aoi_share_pct": 19.3,
    },
    "route": {
        "num_antenna_cells": 0,
        "first_pass_iters": 2,
        "route.antenna.remaining_nets": 0,
        "drt-total-wl_um": 832,
        "vias": 276,
        "drt_iter0_drc": 5,
        "drc_errors": 0,
        "routed_via_density": 2.91,
        "wl_per_cell_um": 8.76,
    },
    "worst_setup_path": {
        "crit_end": "d[0]",
        "startpoint": "b[0]",
        "cp_max_fo": 8,
        "crit_type": "input pin to primary output",
        "cp-start-kind": "input pin",
        "end_kind": "primary output",
        "crit_required_ns": 2.48,
        "cp.arrival_ns": 2.42,
    },
    "placed_design": {
        "dp_hpwl_um": 622,
        "dp_cells": 88,
        "gp_congestion": 0.772,
        "port_buffers": 16,
    },
    "layout": {
        "num-fill-cells": 397,
        "flops": 0,
        "register_area_sq_um": 0,
        "areaGrowthSynthToFinish_pct": 167,
        "clkbuf_count": 0,
        "drive_gt1_share_pct": 59.2,
        "stdcell_count": 95,
        "layout_top_cells": "dlygate4sd2_1 (12), buf_4 (12), mux2_4 (8)",
        "fin_util_pct": 16.7,
    },
    "die": {
        "die_y_um": 80,
        "fp.dieW_um": 80,
        "row_count": 21,
        "fp_util_pct": 6.26,
        "dieArea_sq_um": 6400,
        "pin_count": 16,
        "core_area_sq_um": 3420,
    },
    "final_timing": {
        "timing.hold.ws_ns": 1.59,
        "setup_viol": 0,
        "fmax_mhz": 329,
        "rsz0062_at_grt": "false",
        "tightest_slew_ns": 0.312,
        "hold_violations": 0,
        "maxSlewViolCount": 0,
        "relSlewSlack_pct": 79.2,
        "post-route-period-util_pct": 97.9,
        "layout_min_cycle_time_ns": 3.04,
        "tns_ns": 0,
    },
    "global_routing": {
        "grt_use_total_pct": 2.47,
        "grt.overflow.total": 0,
        "grt_max_degree": 9,
        "grt_pass1_vias": 281,
        "antenna_found_initial": 0,
        "grt_pass1_wl_mm": 1.32,
    },
    "pwr": {
        "p_per_area_nw_per_um2": 181,
        "leakagePower_nw": 0.276,
        "peakVddDrop_mv": 0.0874,
        "finalPower_uw": 104,
    },
    "flow_run": {
        "drv_cap": 0,
        "warning_count": 32,
    },
    "worst_hold_path": {
        "holdPathStages": 3,
        "hold_path.class": "input pin to primary output",
    },
}
-- layout make-up --
| type | instances | area, sq um | area share, % |
|---|---|---|---|
| Tap cell | 46 | 57.6 | 10.1 |
| Multi-Input combinational cell | 16 | 263 | 46.0 |
| Inverter | 5 | 18.8 | 3.28 |
| Timing Repair Buffer | 28 | 233 | 40.7 |
-- critical path, stage by stage --
cell and delay (ns):
clkdlybuf4s15_1 0.19, inv_2 0.07, ha_4 0.19, nand2b_4 0.14
a2111oi_4 0.39, a21oi_4 0.11, mux2_4 0.31, clkdlybuf4s50_1 0.40
-- cells in the mapped netlist --
cell       number  area (sq um)
ha_1            4          50.1
a2111oi_4       1          27.5
a21oi_2         1          8.76
o21ai_1         1          5.00
inv_1           5          18.8
nand2b_4        1          13.8
mux2_1          8          90.1
-- power breakdown --
group | internal (mW) | total, mW | switching, mW | leakage (nW)
Combinational | 0.0712 | 0.104 | 0.0325 | 0.276
Sequential | 0 | 0 | 0 | 0
Clock | 0 | 0 | 0 | 0
-- worst min path at each step --
stage	from	to	slack (ns)
after CTS	a[1]	c[1]	1.84
after global routing	a[0]	c[0]	1.63
final	a[0]	c[0]	1.59
-- kinds of logic (layout without fill, tap and decap cells) --
family | after synthesis | count (layout)
muxes | 8 | 8
AOI/OAI and AO/OA | 3 | 3
buffers and inverters | 5 | 33
adders and majority gates | 4 | 4
and+or+nand+nor | 1 | 1
-- metal layers --
metal	share of wire [%]	vias to the layer above	wire length, um	track usage (%)
met2	29	16	245	2.97
met1	57	126	474	4.02
met5	0	-	0	0
met4	0	0	0	0
met3	13	0	112	1.02
li1	-	134	-	-
-- through the flow --
stage / instance area [sq um] / setup WS, ns
CTS: 546 / 0.00294
global route: 572 / 0.0115
detailed placement: 469 / -0.322
global placement: 469 / -0.323
floorplan: 214 / 0.685
finish: 572 / 0.0647
-- what timing repair did --
| item | 4_1_cts | 5_1_grt |
|---|---|---|
| setup buffers | 5 | 2 |
| pin swaps | 3 | 2 |
| endpoints found under the setup margin | 8 | 7 |
| gates resized | 27 | 5 |
| hold buffers | 0 | 0 |
Power figures rest on the tool's default switching activity, not on a simulated workload.
